<file path="flow/run.sh">
#!/bin/bash
# OpenROAD 26Q1-2900-gdf79404cd8, Yosys 0.63+post, stock flow scripts
make -C /OpenROAD-flow-scripts/flow DESIGN_CONFIG=/design/flow/config.mk WORK_HOME=/design/flow/orfs finish
</file>
<file path="flow/config.mk">
export PLATFORM = sky130hd
export DESIGN_NAME = Main
export DESIGN_NICKNAME = Main
export VERILOG_FILES = /design/flow/design.v
export SDC_FILE = /design/flow/constraint.sdc
export NUM_CORES = 4
export LEC_CHECK = 1
export CORE_UTILIZATION = 40
</file>
<file path="flow/constraint.sdc">
current_design Main

set clk_period 6.4
set clk_io_pct 0.2

create_clock -name clk0 -period $clk_period [get_ports {CLK}]

set non_clock_inputs [all_inputs -no_clocks]
set_input_delay [expr $clk_period * $clk_io_pct] -clock clk0 $non_clock_inputs
set_output_delay [expr $clk_period * $clk_io_pct] -clock clk0 [all_outputs]
</file>
<file path="flow/design.v">
`timescale 1ns / 1ps
module Decoder(IN, OUT);
	input [3:0]IN;
	output [7:0]OUT;
	function [7:0]decode;
		input [3:0]in;
		begin
		case (in)
			0:decode =  8'b11000000;
			1:decode =  8'b11111001;
			2:decode =  8'b10100100;
			3:decode =  8'b10110000;
			4:decode =  8'b10011001;
			5:decode =  8'b10010010;
			6:decode =  8'b10000010;
			7:decode =  8'b11111000;
			8:decode =  8'b10000000;
			9:decode =  8'b10010000;
			10:decode = 8'b10001000;
			11:decode = 8'b10000011;
			12:decode = 8'b11000110;
			13:decode = 8'b10100001;
			14:decode = 8'b10000110;
			15:decode = 8'b10001110;
			default:decode = 8'bXXXXXXXX;
		endcase
	end
	endfunction
	assign OUT = decode(IN);
endmodule
`timescale 1ns / 1ps
module DividerForDynamicLighting(CLK, CE_OUT);
	input CLK;
	output CE_OUT;
	reg[14:0] Q = 15'b000_0000_0000_0000;
	reg CE_OUT = 1'b0;
	always @(posedge CLK) begin
		if(Q == 20000) begin
			Q <= 15'b000_0000_0000_0000;
			CE_OUT <= ~CE_OUT;
		end
		else
			Q <= Q + 15'b000_0000_0000_0001;
	end
endmodule
`timescale 1ns / 1ps
module IndexSelector(Switches, Index);
	input [7:0]Switches;
	output [3:0]Index;
	function [3:0]switch;
		input [7:0]SW;
		begin
			case (SW)
				8'b00000001:switch = 0;
				8'b00000010:switch = 1;
				8'b00000100:switch = 2;
				8'b00001000:switch = 3;
				8'b00010000:switch = 4;
				8'b00100000:switch = 5;
				8'b01000000:switch = 6;
				8'b10000000:switch = 7;
				default:switch = 4'bXXXX;
			endcase
		end
	endfunction
	assign Index = switch(Switches);
endmodule
`timescale 1ns / 1ps
module Main(CLK, SW1, SW2, SW3, SW4, SW5, SW6, SW7, SW8,
				SW17, SW18,SW22, DOUT, SIG1, SIG2);
	input CLK, SW1, SW2, SW3, SW4, SW5, SW6, SW7, SW8;
	input SW17, SW18, SW22;
	output SIG1, SIG2;
	output [7:0] DOUT;
	wire S_CLK;
	wire [3:0]index;
	wire [3:0]OUT1;
	wire [3:0]OUT2;
	wire [3:0]OUT;
	integer j = 0;
	reg[3:0] indexregister[0:7];
	reg[3:0] OPA = 4'b0000;
	reg[3:0] OPR = 4'b0000;
	reg[3:0] accumulator = 4'b1010;
	reg [3:0]status = 4'b0101;
	reg [3:0] temp = 4'b1010;
	initial begin
		indexregister[0] = 4'b0000;
		indexregister[1] = 4'b0001;
		indexregister[2] = 4'b0010;
		indexregister[3] = 4'b0011;
		indexregister[4] = 4'b0100;
		indexregister[5] = 4'b0101;
		indexregister[6] = 4'b0110;
		indexregister[7] = 4'b0111;
	end
	always @ (SW17)begin
		if (SW17 == 1) begin
			OPR <= {SW1,SW2,SW3,SW4};
			OPA <= {SW5,SW6,SW7,SW8};
			temp <= accumulator;
		end
		if (SW17 == 0) begin
			if (OPR == 4'b0001)begin
				accumulator <= OPA;
				status <= 4'b0000;
			end
			if (OPR == 4'b0010) begin
				if(OPA >= 0 && OPA <= 7)begin
					indexregister[OPA] <= accumulator;
					status <= 4'b0000;
				end
			end
			if (OPR == 4'b0011) begin
				if(OPA >= 0 && OPA <= 7)begin
					accumulator <= indexregister[OPA];
					status <= 4'b0000;
				end
			end
			if (OPR == 4'b0100) begin
				if(OPA >= 0 && OPA <= 7)begin
					{status,accumulator} <= temp + indexregister[OPA];
				end
			end
			if (OPR == 4'b0101) begin
				if(OPA >= 0 && OPA <= 7)begin
					{status, accumulator} <= temp - indexregister[OPA];
				end
			end
			if (OPR == 4'b0110) begin
					accumulator <= ~temp;
					status <= 4'b0000;
			end
			if (OPR == 4'b0111) begin
				if(OPA >= 0 && OPA <= 7)begin
					accumulator <= temp & indexregister[OPA];
					status <= 4'b0000;
				end
			end
			if (OPR == 4'b1000) begin
				if(OPA >= 0 && OPA <= 7)begin
					accumulator <= temp | indexregister[OPA];
					status <= 4'b0000;
				end
			end
			if (OPR == 4'b1001) begin
				if(OPA >= 0 && OPA <= 7)begin
					accumulator <= temp ^ indexregister[OPA];
					status <= 4'b0000;
				end
			end
		end
	end
	DividerForDynamicLighting DFDL(.CLK(CLK), .CE_OUT(S_CLK));
	IndexSelector indexselector(.Switches({SW8,SW7,SW6,SW5,SW4,SW3,SW2,SW1}),.Index(index));
	OutputSelector outputselector(.SW18(SW18),.SW22(SW22),.switches({SW1,SW2,SW3,SW4,SW5,SW6,SW7,SW8})
											,.instruction({OPR,OPA}), .index(indexregister[index]), .accumulator(accumulator)
											,.status(status),.OUT1(OUT1), .OUT2(OUT2));
	Selector selector(.SW(S_CLK), .CNT1(OUT1), .CNT2(OUT2), .CNT(OUT));
	Switcher switcher(.CLK(S_CLK), .D1(SIG1), .D2(SIG2));
	Decoder decoder(.IN(OUT), .OUT(DOUT));
endmodule
`timescale 1ns / 1ps
module OutputSelector(SW18, SW22, switches, instruction, index, accumulator, status, OUT1, OUT2);
	input SW18, SW22;
	input [7:0]instruction;
	input [7:0]switches;
	input [3:0]index;
	input [3:0]accumulator;
	input [3:0]status;
	output [3:0]OUT1;
	output [3:0]OUT2;
	function [7:0]switch;
		input [1:0]SW;
		input [7:0]instruction;
		input [7:0]switches;
		input [3:0]index;
		input [3:0]accumulator;
		input [3:0]status;
		begin
			case(SW)
				2'b00: switch = switches;
				2'b01: switch = instruction;
				2'b10: switch = {4'b0000,index};
				2'b11: switch = {status, accumulator};
				default: switch = 8'bXXXXXXXX;
			endcase
		end
	endfunction
	assign {OUT2, OUT1} = switch({SW18,SW22}, instruction, switches, index, accumulator, status);
endmodule
`timescale 1ns / 1ps
module Selector(SW, CNT1, CNT2, CNT);
	input [3:0]CNT1;
	input [3:0]CNT2;
	input SW;
	output [3:0]CNT;
	function [3:0]switch;
		input [3:0]temp1;
		input [3:0]temp2;
		input SW;
		begin
		case (SW)
			0:switch = temp1;
			1:switch = temp2;
			default:switch = 4'bXXXX;
		endcase
	end
	endfunction
	assign CNT = switch(CNT1, CNT2, SW);
endmodule
`timescale 1ns / 1ps
module Switcher(CLK, D1, D2);
	input CLK;
	output D1;
	output D2;
	function [1:0]switch;
		input SW;
		begin
		case (SW)
			0:switch = 2'b10;
			1:switch = 2'b01;
			default:switch = 2'bXX;
		endcase
	end
	endfunction
	assign {D1, D2} = switch(CLK);
endmodule
</file>
==> impl_metrics.yaml <==
# physical design summary
synthesis:
  edf_count: 1
  synthCells: 446
  ys_area_um2: 3720
  synth_top_flop_cell: "dlxtn_1"
  synth_flops: 68
  ys_warn_count: 68
  ys_cells: 446
  avgSynthCellArea_um2: 8.34
  async_flop_share: 0
  syn-cell-area_um2: 3720
  ys_types: 63
sta:
  untimed_endpoints: 52
  drv_slew: 0
  tightestPinTransition_ns: 0.822
  fin_crit_ns: 6.01
  fmax_mhz: 166
  slew_headroom: 0.452
  finalClockPeriodUsage: 0.939
  holdWs_ns: 0.477
  rsz0062_at_grt: "no"
  finalClockSkew_ns: 0.00270
  timing.setup.tns_ns: 0
  finalHoldViolations: 0
  setup_viol: 0
  unclocked_pins: 52
worst_setup_path:
  critPathLaunch: "SW2"
  crit_required_ns: 5.12
  path_cells: "clkdlybuf4s50_1 -> or4_4 -> nor4_1 -> a221oi_1 -> o21ai_0 -> o32a_1 -> inv_1 -> ha_1 -> inv_1 -> mux2i_1 -> mux2i_1 -> clkdlybuf4s50_1"
  rrSetupSlack_ns: 4.42
  crit_arrival_ns: 4.73
  r2r_start: "DFDL.Q[2]"
  critPathTopFamily: "buffers and inverters"
  cp-end-kind: "primary output"
  critPathBufInv: 4
  critPathMaxStageDelay_ns: 0.61
  endpoint: "DOUT[3]"
  critical_path.max_fanout: 8
  worstRegToRegCells: 4
  path_depth: 12
  criticalPathCategory: "in -> out"
  startpoint_type: "input port"
  critical-path-slowest-cell: "or4_4"
  r2r_end: "DFDL.CE_OUT"
placement:
  place_hpwl_mm: 7.05
  io_buffer_count: 20
  place.gp.congestion: 0.911
detailed_routing:
  num_vias: 3153
  drt_wl_total_mm: 8.95
  firstDrtPassIters: 22
  antenna-diode-count: 0
  viasPerCell: 5.58
  wl_per_cell_um: 15.8
  drc: 0
  drtAntennaViolNets: 0
  drt-initial-drc-count: 108
grt:
  grt_antenna_before_repair: 0
  grtUsageTotal: 0.193
  grt_max_degree: 22
  grt_pass1_wl_mm: 14.9
  grt_pass1_vias: 3030
  overflow: 0
power:
  peakVddDrop_mv: 0.136
  power.density_nw_per_um2: 105
  p_leak_nw: 1.68
clock_network:
  cts_buffers: 3
  cts_buffer_depth: 2
  cts_tree: "yes"
  clk_pin_slew_ns: 0.06
  cts_resized: 0
  ctsHoldBuffers: 0
  cts-root-buf: "clkbuf_8"
  htreeDepth: 1
  post_cts_buffers: 0
  clk_latency_ns: 0.24
die:
  io_pins: 22
  core_area_um2: 8850
  initCoreUtil: 0.420
  die_h_um: 98.4
  dieArea_um2: 9690
  die_w_um: 98.4
  num_rows: 34
job:
  drv_cap: 0
  warnings: 41
cells_and_area:
  final_common_cell: "dlxtn_1"
  nFillCells: 860
  register_area_um2: 1110
  final_cell_mix: "dlxtn_1 (40), nand2_1 (38), mux2i_1 (31)"
  layout-drive-gt1-share: 0.0722
  combGateArea_um2: 2410
  syn2layout_area_growth_pct: 9.83
  post-route-util: 0.462
min_path:
  hp-start: "DFDL.Q[0]"
  hp-class: "reg -> reg"
run_status:
  status: "finished clean"
==> where the power goes <==
group | internal, W | switching [W] | total (W) | leakage [nW]
Combinational | 0.0000867 | 0.0000839 | 0.000171 | 1.10
Clock | 0.0000545 | 0.0000326 | 0.0000871 | 0.0288
Sequential | 0.000138 | 0.0000325 | 0.000170 | 0.550
==> routing by layer <==
| layer | global-route usage | share of wire | vias to the layer above |
|---|---|---|---|
| met3 | 0.00866 | 0.019 | 14 |
| met4 | 0.0367 | 0.018 | 0 |
| li1 | - | - | 1622 |
| met5 | 0 | 0 | - |
| met2 | 0.342 | 0.50 | 59 |
| met1 | 0.271 | 0.47 | 1458 |
==> per-stage QoR <==
stage	worst slack [ns]	total power (W)	cells	area, um2
floorplan	1.67	0.000276	446	3720
global placement	0.535	0.000341	561	4030
detailed placement	0.422	0.000342	561	4030
CTS	0.412	0.000430	565	4080
global route	0.0905	0.000459	565	4080
finish	0.390	0.000428	565	4080
==> registers in the layout (all words and copies together) (netlist names) <==
signal / count
indexregister: 32
DFDL.Q: 15
OPA: 4
OPR: 4
accumulator: 4
status: 4
temp: 4
DFDL.CE_OUT: 1
==> cells by family (layout without fill, tap and decap cells) <==
group,Yosys count,count (layout),share of synthesized area
other cells,1,1,0.00101
flops,16,16,0.0888
buf+inv,49,60,0.0548
xor+xnor,20,20,0.0471
fa+ha+maj,24,24,0.0848
compound gates,97,97,0.179
mux,38,38,0.117
simple gates,149,149,0.218
latches,52,52,0.210
==> worst min path at each step <==
stage / end / slack (ns) / depth (start not counted)
global route: DFDL.Q[0] / 0.51 / 1
CTS: DFDL.Q[0] / 0.48 / 1
finish: DFDL.Q[0] / 0.48 / 1
==> synthesized netlist by cell type, drive strengths merged (3+ instances only) <==
cell / instances / share of area
nand2b: 7 / 0.012
and2: 3 / 0.0050
mux4: 4 / 0.024
xnor2: 13 / 0.031
dlxtn: 40 / 0.16
or4: 3 / 0.0081
buf: 7 / 0.012
dfxtp: 15 / 0.081
a211oi: 7 / 0.014
o22ai: 5 / 0.0084
nor4: 5 / 0.012
nor3b: 7 / 0.014
o2bb2ai: 3 / 0.0071
ha: 22 / 0.074
mux2i: 31 / 0.083
nor4b: 8 / 0.019
a21oi: 20 / 0.027
o21ai: 25 / 0.034
nor2: 30 / 0.030
clkbuf: 16 / 0.016
nor2b: 4 / 0.0067
nand2: 38 / 0.038
xor2: 7 / 0.016
a221oi: 3 / 0.0071
inv: 26 / 0.026
o211ai: 9 / 0.018
o21bai: 3 / 0.0091
and3: 9 / 0.015
dlxtp: 12 / 0.048
a22o: 3 / 0.0074
nor3: 3 / 0.0071
mux2: 3 / 0.0091
nand3: 21 / 0.028
o21a: 4 / 0.0081
==> area by class of cell <==
class / count / share of cell area
flip-flops and latches: 68 / 0.272
well taps: 108 / 0.0331
multi-input cells: 329 / 0.590
clock buffers: 4 / 0.0135
inverters: 26 / 0.0239
repair buffers: 30 / 0.0674
Power is estimated from default activity; no workload was simulated.
