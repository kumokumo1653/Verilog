$ cat /design/flow/constraint.sdc
current_design Matrix

set clk_period 3.0
set clk_io_pct 0.2

create_clock -name clk0 -period $clk_period [get_ports {CLK}]
create_clock -name clk1 -period $clk_period [get_ports {LOAD}]

set non_clock_inputs [all_inputs -no_clocks]
set_input_delay [expr $clk_period * $clk_io_pct] -clock clk0 $non_clock_inputs
set_output_delay [expr $clk_period * $clk_io_pct] -clock clk0 [all_outputs]
$ cat /design/flow/config.mk
export PLATFORM = sky130hd
export DESIGN_NAME = Matrix
export DESIGN_NICKNAME = Matrix
export VERILOG_FILES = /design/flow/design.v
export SDC_FILE = /design/flow/constraint.sdc
export NUM_CORES = 4
export LEC_CHECK = 1
export CORE_UTILIZATION = 40
$ cat /design/flow/design.v
`timescale 1ns / 1ps
module Matrix(column_id, in_column, CLK, IN_CLR, LOAD, RESET, column_seg, out_column, COLUMN_CLK, OUT_CLR);
	input [4:0]column_id;
	input [15:0]in_column;
	input CLK, IN_CLR, LOAD, RESET;
	output COLUMN_CLK, OUT_CLR;
	output [3:0]column_seg;
	output [15:0]out_column;
	reg [3:0] column_seg;
	reg [15:0] drawing_column_pattern = 16'b0000_0000_0000_0000;
	reg [4:0] drawing_column_id = 5'b00000;
	reg [15:0] pattern1[0:7];
	reg [15:0] pattern2[0:7];
	reg [15:0] pattern3[0:7];
	reg [15:0] pattern4[0:7];
	reg status = 1;
	initial begin
		pattern1[0] = 16'b0000_0000_0000_0000;
		pattern1[1] = 16'b0000_0000_0000_0000;
		pattern1[2] = 16'b0000_0000_0000_0000;
		pattern1[3] = 16'b0000_0000_0000_0000;
		pattern1[4] = 16'b0000_0000_0000_0000;
		pattern1[5] = 16'b0000_0000_0000_0000;
		pattern1[6] = 16'b0000_0000_0000_0000;
		pattern1[7] = 16'b0000_0000_0000_0000;
		pattern2[0] = 16'b0000_0000_0000_0000;
		pattern2[1] = 16'b0000_0000_0000_0000;
		pattern2[2] = 16'b0000_0000_0000_0000;
		pattern2[3] = 16'b0000_0000_0000_0000;
		pattern2[4] = 16'b0000_0000_0000_0000;
		pattern2[5] = 16'b0000_0000_0000_0000;
		pattern2[6] = 16'b0000_0000_0000_0000;
		pattern2[7] = 16'b0000_0000_0000_0000;
		pattern3[0] = 16'b0000_0000_0000_0000;
		pattern3[1] = 16'b0000_0000_0000_0000;
		pattern3[2] = 16'b0000_0000_0000_0000;
		pattern3[3] = 16'b0000_0000_0000_0000;
		pattern3[4] = 16'b0000_0000_0000_0000;
		pattern3[5] = 16'b0000_0000_0000_0000;
		pattern3[6] = 16'b0000_0000_0000_0000;
		pattern3[7] = 16'b0000_0000_0000_0000;
		pattern4[0] = 16'b0000_0000_0000_0000;
		pattern4[1] = 16'b0000_0000_0000_0000;
		pattern4[2] = 16'b0000_0000_0000_0000;
		pattern4[3] = 16'b0000_0000_0000_0000;
		pattern4[4] = 16'b0000_0000_0000_0000;
		pattern4[5] = 16'b0000_0000_0000_0000;
		pattern4[6] = 16'b0000_0000_0000_0000;
		pattern4[7] = 16'b0000_0000_0000_0000;
	end
	wire Divided_CLK;
	assign OUT_CLR = (IN_CLR | RESET);
	assign COLUMN_CLK = status;
	assign out_column = drawing_column_pattern;
	MatrixDivider matrixdivider(.CLK(CLK), .CLK_OUT(Divided_CLK));
	always @ (posedge LOAD or posedge RESET) begin
		if(RESET == 1'b1)begin
			pattern1[0] <= 16'b0000_0000_0000_0000;
			pattern1[1] <= 16'b0000_0000_0000_0000;
			pattern1[2] <= 16'b0000_0000_0000_0000;
			pattern1[3] <= 16'b0000_0000_0000_0000;
			pattern1[4] <= 16'b0000_0000_0000_0000;
			pattern1[5] <= 16'b0000_0000_0000_0000;
			pattern1[6] <= 16'b0000_0000_0000_0000;
			pattern1[7] <= 16'b0000_0000_0000_0000;
			pattern2[0] <= 16'b0000_0000_0000_0000;
			pattern2[1] <= 16'b0000_0000_0000_0000;
			pattern2[2] <= 16'b0000_0000_0000_0000;
			pattern2[3] <= 16'b0000_0000_0000_0000;
			pattern2[4] <= 16'b0000_0000_0000_0000;
			pattern2[5] <= 16'b0000_0000_0000_0000;
			pattern2[6] <= 16'b0000_0000_0000_0000;
			pattern2[7] <= 16'b0000_0000_0000_0000;
			pattern3[0] <= 16'b0000_0000_0000_0000;
			pattern3[1] <= 16'b0000_0000_0000_0000;
			pattern3[2] <= 16'b0000_0000_0000_0000;
			pattern3[3] <= 16'b0000_0000_0000_0000;
			pattern3[4] <= 16'b0000_0000_0000_0000;
			pattern3[5] <= 16'b0000_0000_0000_0000;
			pattern3[6] <= 16'b0000_0000_0000_0000;
			pattern3[7] <= 16'b0000_0000_0000_0000;
			pattern4[0] <= 16'b0000_0000_0000_0000;
			pattern4[1] <= 16'b0000_0000_0000_0000;
			pattern4[2] <= 16'b0000_0000_0000_0000;
			pattern4[3] <= 16'b0000_0000_0000_0000;
			pattern4[4] <= 16'b0000_0000_0000_0000;
			pattern4[5] <= 16'b0000_0000_0000_0000;
			pattern4[6] <= 16'b0000_0000_0000_0000;
			pattern4[7] <= 16'b0000_0000_0000_0000;
		end else begin
			if({column_id[4], column_id[3]} == 0)begin
				pattern1[{column_id[2],column_id[1],column_id[0]}] <= in_column;
			end
			if({column_id[4], column_id[3]} == 1)begin
				pattern2[{column_id[2],column_id[1],column_id[0]}] <= in_column;
			end
			if({column_id[4], column_id[3]} == 2)begin
				pattern3[{column_id[2],column_id[1],column_id[0]}] <= in_column;
			end
			if({column_id[4], column_id[3]} == 3)begin
				pattern4[{column_id[2],column_id[1],column_id[0]}] <= in_column;
			end
		end
	end
	always @ (posedge Divided_CLK) begin
			status <= ~status;
	end
	always @ (negedge Divided_CLK) begin
		if(status == 1) begin
			if(drawing_column_id < 8)begin
				drawing_column_pattern <= pattern1[convert({drawing_column_id[2], drawing_column_id[1], drawing_column_id[0]})];
			end else if(drawing_column_id < 16)begin
				drawing_column_pattern <= pattern2[convert({drawing_column_id[2], drawing_column_id[1], drawing_column_id[0]})];
			end else if(drawing_column_id < 24)begin
				drawing_column_pattern <= pattern3[convert({drawing_column_id[2], drawing_column_id[1], drawing_column_id[0]})];
			end else if(drawing_column_id < 32)begin
				drawing_column_pattern <= pattern4[convert({drawing_column_id[2], drawing_column_id[1], drawing_column_id[0]})];
			end
			if(drawing_column_id == 31)begin
				column_seg <= 4'b1110;
			end else if(drawing_column_id == 7)begin
				column_seg <= 4'b1101;
			end else if(drawing_column_id == 15)begin
				column_seg <= 4'b1011;
			end else if(drawing_column_id == 23)begin
				column_seg <= 4'b0111;
			end else begin
				column_seg <= 4'b1111;
			end
			drawing_column_id <= drawing_column_id + 5'b00001;
			if(drawing_column_id == 32) begin
				drawing_column_id <= 5'b00000;
			end
		end else begin
				drawing_column_pattern <= 16'b0000_0000_0000_0000;
		end
	end
	function [2:0]convert;
		input [2:0]in;
		begin
		case (in)
			3'b000:convert = 3'b111;
			3'b001:convert = 3'b110;
			3'b010:convert = 3'b001;
			3'b011:convert = 3'b010;
			3'b100:convert = 3'b000;
			3'b101:convert = 3'b100;
			3'b110:convert = 3'b101;
			3'b111:convert = 3'b011;
			default:convert= 3'bXXX;
		endcase
		end
	endfunction
endmodule
`timescale 1ns / 1ps
module MatrixDivider(CLK, CLK_OUT);
	input CLK;
	output CLK_OUT;
	reg[14:0] Q = 15'b000_0000_0000_0000;
	reg CLK_OUT = 1'b0;
	always @(posedge CLK) begin
		if(Q == 2000) begin
			Q <= 15'b000_0000_0000_0000;
			CLK_OUT <= ~CLK_OUT;
		end
		else
			Q <= Q + 15'b000_0000_0000_0001;
	end
endmodule
$ cat /design/flow/run.sh
#!/bin/bash
# OpenROAD 26Q1-2900-gdf79404cd8, Yosys 0.63+post, stock flow scripts
make -C /OpenROAD-flow-scripts/flow DESIGN_CONFIG=/design/flow/config.mk WORK_HOME=/design/flow/orfs finish
==> changes_impl.md <==
### Changed

- Outcome: complete, no violations
- Met2 usage: 39.5%
- # hold bufs at CTS: 0
- Global routing's busiest layer: met2
- Worst Clk Skew: 0.00198 ns
- Tool warnings: 30
- Largest net degree at the start of global routing: 83
- Grt met1 use: 36.5%
- # resized after CTS: 0
- Layout cells sized above 1: 36.0%
- Post-CTS Setup Bufs: 0
- Async SR Flop Fraction: 92.4%
- IO Port Bufs: 45
- WP data required: 2.40 ns
- Initial DRC count: 1,211
- First-pass GRT wire length: 118,000 um
- DRC viols: 0
- EDFF count, synth: 10
- RD Place Congestion: 0.885
- Std cell rows: 92
- Critical path arrival: 1.76 ns
- Total wire length: 78,300 um
- Seq/Total Area, Yosys: 53.8%
- Worst-Margin Slew: 0.941 ns
- Placed cell area: 27,300 sq um
- Cell Type Count: 79
- Final setup fails: 0
- Top cells by count: dfrtp_1, mux2_2, nand2_1, mux2i_1, buf_2
- Core area: 63,100 sq um
- Ports: 47
- Antenna cells: 0
- RSZ-0062 raised after global routing: no
- CP Launch Type: input pin
- Cell taking the most area after synthesis: dfrtp_1
- Critical path class: in2out
- GRT Resource Usage Total: 26.1%
- Die Y-Extent: 255 um
- Routed length per instance: 26.7 um
- Hold Crit Class: in2async
- Initial antenna violation count: 0
- Sw Pwr: 4580 uW
- Slew margin rel.: 37.2%
- Power Total: 19,200 uW
- Leak: 0.0120 uW
- Final antenna-violating net count: 0
- Main flop type: dfrtp_1
- Sequential share of power: 49.5%
- Vias per cell: 5.94
- Top cells by area: dfrtp_1, mux2_2, mux2i_1
- Initial Util: 40.5%
- Syn. warnings: 6
- Vias after detailed routing: 17.4k
- First-pass iteration count of the detailed router: 5
- DIE WIDTH: 255 um
- YS chip area: 25,600 sq um
- Max-Cap Viols: 0
- Final Max Slew Viols: 0
- Internal: 14,600 uW
- Syn_area_per_cell: 12.7 sq um
- Grt total ovfl: 0
- Syn Inst Count: 2,008
- Register pins left without a clock: 26
- Top-count cell post-synth: dfrtp_1
- Util after Layout: 46.3%
- Placed wire-length estimate: 48,200 um
- Pwr/cell area: 658 nW/um^2
- Endpoints left unconstrained: 56
- Worst vdd ir: 0.000419 V
- Area of the mapped netlist: 25,600 sq um
- Combinational power share: 12.8%
- Clock transition at path regs: 0.06 ns
- Met3 usage: 9.65%
- Switching share of power: 23.8%
- Critical path peak fanout: 2
- Setup TNS: 0 ns
- CTS tree: built
- Clock share of power: 37.7%
- Area leader share: 50.1%
- Vias in the first global route: 18.0k
- Fillers: 5,528
- Die area: 64,900 sq um
- Design area: 29,200 sq um
- WHS: 0.392 ns
- Ys cells: 2,008
- Crit. End Element: output pin
- Fin. Hold Viols: 0
- Synthesis-to-layout area growth: 14.3%
- Ys flops: 554
==> flip-flops by register name, indices dropped and copies added (netlist names), 4 cells and up <==
name / flops
pattern3: 128
pattern2: 128
pattern1: 128
pattern4: 128
drawing_column_id: 5
matrixdivider.Q: 15
column_seg: 4
drawing_column_pattern: 16
==> power groups by stage <==
stage | logic [uW] | clock network [uW] | registers, uW
final | 2460 | 7240 | 9520
after global routing | 2700 | 7620 | 9730
after CTS | 2480 | 7350 | 9510
==> final timing paths <==
kind / cells after the start / from / slack [ns] / end
hold / removal: 2 / RESET / 0.39 / pattern1[0][9]$_DFFE_PP0P_
max in group asynchronous: 4 / RESET / 1.71 / pattern4[7][4]$_DFFE_PP0P_
min in group clk0: 1 / matrixdivider.Q[14]$_SDFF_PN0_ / 0.46 / matrixdivider.Q[14]$_SDFF_PN0_
setup reg to reg: 3 / matrixdivider.Q[6]$_SDFF_PN0_ / 1.36 / matrixdivider.CLK_OUT$_DFFE_PN_
setup / recovery: 3 / RESET / 0.64 / OUT_CLR
min in group clk1: 1 / pattern1[5][4]$_DFFE_PP0P_ / 0.49 / pattern1[5][4]$_DFFE_PP0P_
max in group clk1: 5 / column_id[1] / 0.94 / pattern1[5][4]$_DFFE_PP0P_
hold reg to reg: 1 / matrixdivider.Q[14]$_SDFF_PN0_ / 0.46 / matrixdivider.Q[14]$_SDFF_PN0_
==> cells in the final DEF (no fill, tap or decap), types with 13 or more instances in the layout <==
master | Yosys | routed
o22ai_1 | 22 | 22
clkbuf_16 | 0 | 60
o21ai_0 | 51 | 51
mux2i_1 | 84 | 84
a211oi_1 | 13 | 13
buf_4 | 13 | 92
nor2_2 | 3 | 15
dfrtp_1 | 512 | 512
a22oi_1 | 18 | 18
a31oi_1 | 30 | 30
dfxtp_1 | 32 | 32
mux2_1 | 21 | 21
a21oi_1 | 71 | 71
nand3_1 | 28 | 27
a221oi_1 | 18 | 18
clkdlybuf4s50_1 | 0 | 45
clkbuf_8 | 0 | 18
mux2_2 | 508 | 508
and3_1 | 24 | 24
nor2_1 | 42 | 30
o211ai_1 | 18 | 18
o221ai_1 | 34 | 34
clkbuf_1 | 72 | 14
buf_12 | 0 | 18
nand2_1 | 114 | 114
==> through the flow <==
| stage | std cells | setup slack, ns |
|---|---|---|
| final | 2929 | 0.637 |
| after global routing | 2929 | 0.615 |
| after global placement | 2829 | 0.391 |
| after CTS | 2929 | 0.626 |
| after floorplan | 2008 | -4.55 |
| after detailed placement | 2829 | 0.356 |
==> logic make-up after synthesis <==
logic type,Yosys count,synth area share [%]
mux,615,26.7
flops,554,53.8
compound gates,346,9.30
simple gates,279,5.55
buf+inv,194,3.82
xor+xnor,14,0.480
fa+ha+maj,6,0.294
==> routing by layer <==
| metal | vias to the layer above | wire length [um] |
|---|---|---|
| met3 | 154 | 7530 |
| li1 | 7485 | - |
| met1 | 9101 | 32100 |
| met4 | 2 | 2280 |
| met5 | - | 120 |
| met2 | 642 | 36300 |
==> critical path, stage by stage <==
cell             delay, ns
clkdlybuf4s50_1       0.45
or2_2                 0.31
clkdlybuf4s50_1       0.41
==> final cells by class <==
cell class	count	area (sq um)	share of cell area [%]
clock buffer	92	1800	6.17
clock inverter	8	140	0.480
inverter	14	56.3	0.193
multi-input combinational	1260	10900	37.3
sequential	554	13800	47.1
tap	846	1060	3.63
timing repair buffer	155	1500	5.14
Power figures rest on the tool's default switching activity, not on a simulated workload.
