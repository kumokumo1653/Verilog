[flow/run.sh]
#!/bin/bash
# OpenROAD 26Q1-2900-gdf79404cd8, Yosys 0.63+post, stock flow scripts
make -C /OpenROAD-flow-scripts/flow DESIGN_CONFIG=/design/flow/config.mk WORK_HOME=/design/flow/orfs finish
[flow/config.mk]
export PLATFORM = sky130hd
export DESIGN_NAME = Segment7
export DESIGN_NICKNAME = Segment7
export VERILOG_FILES = /design/flow/design.v
export SDC_FILE = /design/flow/constraint.sdc
export NUM_CORES = 4
export LEC_CHECK = 1
export CORE_UTILIZATION = 40
[flow/constraint.sdc]
current_design Segment7

set clk_period 2.3
set clk_io_pct 0.2

create_clock -name clk0 -period $clk_period [get_ports {CLK}]

set non_clock_inputs [all_inputs -no_clocks]
set_input_delay [expr $clk_period * $clk_io_pct] -clock clk0 $non_clock_inputs
set_output_delay [expr $clk_period * $clk_io_pct] -clock clk0 [all_outputs]
[flow/design.v]
`timescale 1ns / 1ps
module Seg7Divider(CLK, CLK_OUT);
	input CLK;
	output CLK_OUT;
	reg[14:0] Q = 15'b000_0000_0000_0000;
	reg CLK_OUT = 1'b0;
	always @(posedge CLK) begin
		if(Q == 20000) begin
			Q <= 15'b000_0000_0000_0000;
			CLK_OUT <= ~CLK_OUT;
		end
		else
			Q <= Q + 15'b000_0000_0000_0001;
	end
endmodule
`timescale 1ns / 1ps
module Segment7(CLK, IN_CLR, D1, D2, D3, D4, PATTERN, DIGIT);
	input CLK, IN_CLR;
	input [3:0]D1;
	input [3:0]D2;
	input [3:0]D3;
	input [3:0]D4;
	output [7:0]PATTERN;
	output [3:0]DIGIT;
	reg [7:0]PATTERN = 8'b00000000;
	reg [7:0]ALL_PATTERNS[0:3];
	reg [3:0]DIGIT = 4'b0001;
	reg [3:0]preDIGIT = 4'b0001;
	wire DIVIDED_CLK;
	reg STATUS  = 1'b0;
	initial begin
		ALL_PATTERNS[0] = 8'b00000000;
		ALL_PATTERNS[1] = 8'b00000000;
		ALL_PATTERNS[2] = 8'b00000000;
		ALL_PATTERNS[3] = 8'b00000000;
	end
	always @ (D1)begin
		ALL_PATTERNS[0] <= decode(D1);
	end
	always @ (D2)begin
		ALL_PATTERNS[1] <= decode(D2);
	end
	always @ (D3) begin
		ALL_PATTERNS[2] <= decode(D3);
	end
	always @ (D4)begin
		ALL_PATTERNS[3] <= decode(D4);
	end
	always @ (posedge DIVIDED_CLK) begin
		STATUS <= ~STATUS;
	end
	always @ (negedge DIVIDED_CLK) begin
		preDIGIT <= DIGIT;
		if (STATUS == 1 && IN_CLR == 1)begin
			if(DIGIT == 4'b1000) begin
				DIGIT <= 4'b0001;
			end
			else begin
				DIGIT <= DIGIT << 1;
			end
		end
		if(preDIGIT == DIGIT) begin
			PATTERN <= 8'b11111111;
		end else begin
			PATTERN <= ALL_PATTERNS[selector(DIGIT)];
		end
	end
	Seg7Divider seg7divider(.CLK(CLK), .CLK_OUT(DIVIDED_CLK));
	function [1:0]selector;
		input [3:0]in;
		begin
		case (in)
			4'b0001:selector = 2'b00;
			4'b0010:selector = 2'b01;
			4'b0100:selector = 2'b10;
			4'b1000:selector = 2'b11;
			default:selector= 2'bXX;
		endcase
	end
	endfunction
	function [7:0]decode;
		input [3:0]in;
		begin
		case (in)
			0:decode =  8'b11000000;
			1:decode =  8'b11111001;
			2:decode =  8'b10100100;
			3:decode =  8'b10110000;
			4:decode =  8'b10011001;
			5:decode =  8'b10010010;
			6:decode =  8'b10000010;
			7:decode =  8'b11111000;
			8:decode =  8'b10000000;
			9:decode =  8'b10010000;
			10:decode = 8'b10001000;
			11:decode = 8'b10000011;
			12:decode = 8'b11000110;
			13:decode = 8'b10100001;
			14:decode = 8'b10000110;
			15:decode = 8'b10001110;
			default:decode = 8'b11111111;
		endcase
	end
	endfunction
endmodule
==> results.yml <==
# flow metrics
global_routing:
  grt_usage_pct: 15.4
  use_met1_pct: 26.5
  grt_pass1_wl_um: 7680
  use_met3_pct: 1.28
  grt_overflow: 0
  grt_pass1_vias: 1620
  grt_max_degree: 18
  grt_busiest_layer: "met1"
  antenna_found_initial: 0
  use_met2_pct: 22.3
worst_setup_path:
  cp.arrival_ns: 1.80
  crit_slowest_cell: "or4bb_1"
  r2r_slack_ns: 0.38
  cp_max_fo: 9
  timing.rr.end: "seg7divider.CLK_OUT"
  crit_chain: "inv_1 > ha_1 > or4bb_1 > nor4_4"
  crit_type: "reg -> reg"
  cp.required_ns: 2.19
  rr_startpoint: "seg7divider.Q[0]"
  slowest_delay_ns: 0.52
  crit_path_end_kind: "flop"
  startpoint: "seg7divider.Q[0]"
  ff2ff_path_depth: 4
  cp-start-kind: "flop"
final_timing:
  finalMaxSlewViolations: 0
  finalSetupViolCount: 0
  worst_slew_pin_slew_ns: 0.598
  max_freq_mhz: 522
  untimed_endpoints: 32
  setup_tns_ns: 0
  slew_headroom_pct: 60.0
  fin_hold_ws_ns: 0.479
  hold_viol: 0
  skew_ns: 0.00226
  fin_ws_ns: 0.383
  unclocked_pins: 17
  rsz0062_at_grt: "false"
  min_period_ns: 1.92
  period_used_pct: 83.4
yosys:
  syn_area_um2: 2410
  synth.distinct_cells: 47
  ys_ff: 33
  syn_avg_cell_area_um2: 9.45
  ff_type: "dfxtp_1"
  yosys.area.top_type_share_pct: 23.3
  post-synth-top-count-cell: "ha_1"
  yosys_warnings: 3
  async_flop_share_pct: 0
  edf_count: 5
  yosys-top-cells-count: "29 x ha_1, 28 x dfxtp_1, 20 x inv_1, 20 x mux2i_1, 16 x nor2_1"
  ys_cells: 255
  top_area_cell: "dfxtp_1"
  area_leaders: "dfxtp_1 23%, ha_1 15%, mux2i_1 8.3%"
  ys_seq_share_pct: 29.5
  ys_chip_area_um2: 2410
  syn-instance-count: 255
floorplan:
  ios: 30
  die_h_um: 79.6
  die_area_um2: 6340
  core_area_um2: 5640
  floorplanUtilization_pct: 42.7
  num_rows: 27
  die-width_um: 79.6
min_path:
  min_to: "seg7divider.Q[6]"
  hp-start: "seg7divider.Q[6]"
  hold_class: "reg -> reg"
  whs_path_depth: 1
place:
  pre_cts_ws_ns: 0.383
  gp_congestion: 0.805
  dp_hpwl_um: 3440
  io_buffers: 29
cts:
  htreeDepth: 1
  root_buffer: "clkbuf_8"
  hold_buffers: 0
  clockBufferDepth: 2
  numCtsBuffers: 3
  cts_resized: 0
  cts_tree: "done"
  clock_latency_ns: 0.25
  cts_setup_buffers: 0
  cts.clk_slew.worst_paths_ns: 0.06
detailed_routing:
  drt-pass1-iter-count: 4
  vias: 1808
  ant_nets: 0
  drtIter0Drc: 85
  vias_per_cell: 5.18
  drc: 0
  wl_per_cell_um: 12.7
  wl_um: 4430
  n_antenna_cell: 0
run:
  warnings: 49
  maxCapViolations: 0
run_status:
  status: "complete, no violations"
pwr:
  power.density_nw_per_um2: 255
  ir_drop_v: 0.000468
  power_mw: 0.713
  p_leak_nw: 1.12
finish:
  drive_gt1_share_pct: 7.58
  final_util_pct: 49.6
  area_delta_synth_final_pct: 16.2
registers in the layout (all words and copies together) (netlist names):
register,cells
seg7divider.Q,15
PATTERN,8
DIGIT,4
preDIGIT,4
STATUS,1
seg7divider.CLK_OUT,1
placed cells by master (no fill, tap or decap), drive strengths merged, types with 10 or more instances in the layout:
cell,n
a21oi,13
nor3,10
inv,20
mux2i,20
ha,29
dfxtp,28
nor2,16
clkdlybuf4s50,29
nand2,10
xnor2,12
nand2b,10
critical path, delay by kind of cell, from the launching register on:
| family | cells | cell delay (ns) |
|---|---|---|
| simple gates | 2 | 1.02 |
| flops | 1 | 0.34 |
| fa+ha+maj | 1 | 0.13 |
| buf+inv | 1 | 0.07 |
power breakdown:
| part | leakage (nW) | internal (mW) | switching [mW] |
|---|---|---|---|
| clock | 0.0288 | 0.152 | 0.0911 |
| combinational | 0.807 | 0.0945 | 0.0957 |
| sequential | 0.280 | 0.280 | 0 |
cells by family after synthesis:
group | Yosys count | synth area share (%)
flops | 33 | 29.5
other cells | 1 | 0.156
xor+xnor | 14 | 5.09
buf+inv | 31 | 5.04
simple gates | 76 | 19.5
compound gates | 41 | 10.8
mux | 30 | 14.9
fa+ha+maj | 29 | 15.1
worst max path at each step:
stage                                  to  slack (ns)  cells past startpoint
final                 seg7divider.CLK_OUT        0.38                      4
after CTS             seg7divider.CLK_OUT        0.38                      4
after global routing    seg7divider.Q[11]        0.33                      6
through the flow:
| stage | cells | instance area (µm²) |
|---|---|---|
| after floorplan | 255 | 2410 |
| after global placement | 345 | 2740 |
| after detailed placement | 345 | 2740 |
| after CTS | 349 | 2800 |
| after global routing | 349 | 2800 |
| final | 349 | 2800 |
layer usage:
layer,vias up,share of wire (%)
li1,950,-
met2,37,40
met3,2,4.5
met4,0,0.23
met5,-,0
met1,819,55
area by class of cell:
type / instances / area [µm²]
Clock buffer: 4 / 55.1
Fill cell: 512 / 2840
Inverter: 20 / 75.1
Multi-Input combinational cell: 191 / 1580
Sequential cell: 33 / 711
Tap cell: 72 / 90.1
Timing Repair Buffer: 29 / 290
No activity file was given, so power comes from the tool's default toggle rates.
